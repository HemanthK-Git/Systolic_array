<file path="run.sh">
#!/bin/bash
# OpenROAD 26Q1-2900-gdf79404cd8, Yosys 0.63+post, stock flow scripts
make -C /OpenROAD-flow-scripts/flow DESIGN_CONFIG=/design/flow/config.mk WORK_HOME=/design/flow/orfs finish
</file>
<file path="config.mk">
export PLATFORM = sky130hd
export DESIGN_NAME = matrix_selector
export DESIGN_NICKNAME = matrix_selector
export VERILOG_FILES = /design/flow/design.v
export SDC_FILE = /design/flow/constraint.sdc
export NUM_CORES = 4
export LEC_CHECK = 1
export CORE_AREA = 10 10 86 86
export DIE_AREA = 0 0 96 96
</file>
<file path="constraint.sdc">
current_design matrix_selector

set clk_period 1.6
set clk_io_pct 0.2

create_clock -name clk0 -period $clk_period [get_ports {clk}]

set non_clock_inputs [all_inputs -no_clocks]
set_input_delay [expr $clk_period * $clk_io_pct] -clock clk0 $non_clock_inputs
set_output_delay [expr $clk_period * $clk_io_pct] -clock clk0 [all_outputs]
</file>
<file path="design.v">
module matrix_selector (
    input clk,
    input reset,
    input [1:0] select, 
    output  [31:0] a0_out,a1_out,a2_out,   
    output  [31:0] b0_out,b1_out, b2_out    
);
  reg [31:0] memory_a [0:5][0:5];   
  reg [31:0] memory_b [0:5][0:5];   
  reg [31:0] out_a0, out_a1, out_a2;  
  reg [31:0] out_b0, out_b1, out_b2;
  reg [2:0] row_counter;    
  reg [2:0] col_counter;    
  always @(posedge clk or posedge reset) begin
    if (reset) begin
      out_a0 <= 32'd0;
      out_a1 <= 32'd0;
      out_a2 <= 32'd0;
      out_b0 <= 32'd0;
      out_b1 <= 32'd0;
      out_b2 <= 32'd0;
      row_counter <= 3'd0;
      col_counter <= 3'd0;
      memory_a[0][0] <= 32'd1; memory_a[0][1] <= 32'd0; memory_a[0][2] <= 32'd1; memory_a[0][3] <= 32'd1; memory_a[0][4] <= 32'd2; memory_a[0][5] <= 32'd2;
      memory_a[1][0] <= 32'd3; memory_a[1][1] <= 32'd2; memory_a[1][2] <= 32'd1; memory_a[1][3] <= 32'd2; memory_a[1][4] <= 32'd1; memory_a[1][5] <= 32'd1;
      memory_a[2][0] <= 32'd1; memory_a[2][1] <= 32'd0; memory_a[2][2] <= 32'd2; memory_a[2][3] <= 32'd1; memory_a[2][4] <= 32'd2; memory_a[2][5] <= 32'd1;
      memory_a[3][0] <= 32'd2; memory_a[3][1] <= 32'd1; memory_a[3][2] <= 32'd0; memory_a[3][3] <= 32'd1; memory_a[3][4] <= 32'd0; memory_a[3][5] <= 32'd0;
      memory_a[4][0] <= 32'd3; memory_a[4][1] <= 32'd3; memory_a[4][2] <= 32'd3; memory_a[4][3] <= 32'd1; memory_a[4][4] <= 32'd1; memory_a[4][5] <= 32'd1;
      memory_a[5][0] <= 32'd2; memory_a[5][1] <= 32'd2; memory_a[5][2] <= 32'd2; memory_a[5][3] <= 32'd2; memory_a[5][4] <= 32'd2; memory_a[5][5] <= 32'd2;
      memory_b[0][0] <= 32'd2; memory_b[0][1] <= 32'd2; memory_b[0][2] <= 32'd3; memory_b[0][3] <= 32'd3; memory_b[0][4] <= 32'd1; memory_b[0][5] <= 32'd1;
      memory_b[1][0] <= 32'd3; memory_b[1][1] <= 32'd2; memory_b[1][2] <= 32'd1; memory_b[1][3] <= 32'd2; memory_b[1][4] <= 32'd1; memory_b[1][5] <= 32'd0;
      memory_b[2][0] <= 32'd2; memory_b[2][1] <= 32'd2; memory_b[2][2] <= 32'd2; memory_b[2][3] <= 32'd1; memory_b[2][4] <= 32'd1; memory_b[2][5] <= 32'd2;
      memory_b[3][0] <= 32'd2; memory_b[3][1] <= 32'd3; memory_b[3][2] <= 32'd2; memory_b[3][3] <= 32'd1; memory_b[3][4] <= 32'd2; memory_b[3][5] <= 32'd1;
      memory_b[4][0] <= 32'd2; memory_b[4][1] <= 32'd3; memory_b[4][2] <= 32'd2; memory_b[4][3] <= 32'd1; memory_b[4][4] <= 32'd1; memory_b[4][5] <= 32'd3;
      memory_b[5][0] <= 32'd3; memory_b[5][1] <= 32'd3; memory_b[5][2] <= 32'd3; memory_b[5][3] <= 32'd2; memory_b[5][4] <= 32'd1; memory_b[5][5] <= 32'd1;
    end 
    else if (1) begin
      case (select)
        2'b00: begin
          out_a0 <= memory_a[0][row_counter];
          out_a1 <= memory_a[1][row_counter];
          out_a2 <= memory_a[2][row_counter];
          out_b0 <= memory_b[col_counter][0];
          out_b1 <= memory_b[col_counter][1];
          out_b2 <= memory_b[col_counter][2];
        end
        2'b01: begin
          out_a0 <= memory_a[0][row_counter];
          out_a1 <= memory_a[1][row_counter];
          out_a2 <= memory_a[2][row_counter];
          out_b0 <= memory_b[col_counter][3];
          out_b1 <= memory_b[col_counter][4];
          out_b2 <= memory_b[col_counter][5];
        end
        2'b10: begin
          out_a0 <= memory_a[3][row_counter];
          out_a1 <= memory_a[4][row_counter];
          out_a2 <= memory_a[5][row_counter];
          out_b0 <= memory_b[col_counter][0];
          out_b1 <= memory_b[col_counter][1];
          out_b2 <= memory_b[col_counter][2];
        end
        2'b11: begin
          out_a0 <= memory_a[3][row_counter];
          out_a1 <= memory_a[4][row_counter];
          out_a2 <= memory_a[5][row_counter];
          out_b0 <= memory_b[col_counter][3];
          out_b1 <= memory_b[col_counter][4];
          out_b2 <= memory_b[col_counter][5];       
        end
      endcase
      if (row_counter < 5)
        row_counter <= row_counter + 1;
      else
        row_counter <= 0;
      if (col_counter < 5)
        col_counter <= col_counter + 1;
      else
        col_counter <= 0;
    end
  end
      assign a0_out = out_a0;
      assign a1_out = out_a1;
      assign a2_out = out_a2;
      assign b0_out = out_b0;
      assign b1_out = out_b1;
      assign b2_out = out_b2;
endmodule
</file>
==> COMMIT_EDITMSG <==
Record implementation results from latest flow run

- Number of buffers created by CTS: 3
- Number of clock sinks: 18
- RePlAce ended its routability-driven mode at a weighted congestion of a little under 0.9.
- Setup slack on the worst path after placement came out at -0.910 ns.
- Leakage dissipation: 1.76 nW
* Net switching power: 0.218 mW
- H-tree Lvls: 1
- In the routed layout, each cell is associated on average with a via count of 4.06.
- For this run, the script counts the antenna cells in the layout as 0.
- Overflow left after global routing: 0
- Area inside the core boundary: 5540 sq um
- Most used flip-flop cell: dfrtp_1
- Effective utilization at floorplan: 56.3%
- In this run the worst path has a maximum fanout of 3.
- Type of element capturing the critical path: register
- Unrepaired setup endpoints after global routing: true
- The flow reported a cell area power density of 289 nW/um^2.
* Comb pwr share: 11.6%
* Area share of the largest cell type after synthesis: 43.3%
- For the worst setup path, the data required time is about 1.7 ns.
* Clock tree from TritonCTS: yes
* Failing checks: setup timing
- Via Count: 2,123
- Number of library cell types mapped by synthesis: 49
- According to the floorplan log, the row count is 27.
- TritonRoute output was used to compute an average wire per cell of 13.6 microns.
- Antenna Violating Nets Remaining: 0
- Clk buf depth: 2
* Element type at the critical path start: register
- Path type of the worst min-delay path: primary input to asynchronous set/reset pin
- Minimum setup slack in the final design: -0.917 ns
- Critical path class: register to register
- In this run the full chip footprint comes out at 9220 sq um.
* Die Width: approximately 96 microns
- The synthesis report lists the Yosys warning total as 3.
- In the post-synthesis netlist, the biggest area contributors are buf_4, dfrtp_1, ha_1.
- Area of the synthesized netlist per yosys stat: between 3000 and 4000 sq um
* Dominant cell by count in the synthesized netlist: buf_4
* Top post-synthesis cells by count: buf_4, ha_1, nor2_1
- Maximum number of pins on one net before global-route repair: 19
* Final tally of hold violations: 0
* OpenROAD warnings: approximately 47
- The design draws 0.948 mW.
* Switching portion of total power: a little under a quarter
- Post-layout min period: between 2 and 3 ns
- In the CTS report, the clock slew at the register clock pins of the worst setup and hold paths is listed as 0.07 ns.
- Average cell area after synthesis: 8.06 sq um
* I/O Buffers: 15
* EDFF count, synth: 0
- The flow reports that the clock network draws 38.9% of the design power.
- Per the skew report, the later register of the worst-skew pair sees a clock latency of 0.25 ns.
- After synthesis, flip-flops and latches occupy 14.4% of the total area.
- The pre-antenna-repair detailed-routing pass consisted of 4 iterations.
- Number of standard cells reported by yosys: 387
- In the final layout, the share of cells above drive strength 1 is roughly a fifth.
- The number of antenna violations at the first check in global routing was 0.
* Total Wirelength: 7.10 mm
* Library cell occupying the most area in the post-synthesis netlist: buf_4
- Top-level I/O count: a little under 200
- Worst clock skew: 0.00357 ns
- Hold timing on the final database bottoms out at a slack of between 0.3 and 0.4 ns.
- HPWL reported at the end of detailed placement: approximately 6 mm
- First-pass GRT wire length: 10.6 mm
- The root buffer cell chosen for the clock tree is clkbuf_8.
* Area of the mapped netlist: about 3100 sq um
* Result of the run: finished with violations
- Max Cap Violations: 0
* Via count of the first global-routing pass: 2,210
- Per the synth log, the flip-flop and latch total comes to 18.
* Cycle use final: 157%
* DRC violations left: 0
* Internal cell power: 0.730 mW
* Worst vdd ir: 0.246 mV
- In this build the clock could be raised as far as 0.397 GHz.
- Buffers inserted to repair hold after CTS numbered 0.
- The power report attributes to the sequential group a share of 49.5%.
- Synthesis handed over a netlist of 387 instances.
* Async set-or-reset flop fraction in the synthesized netlist: roughly 100%
- Worst path arrival time: 2.66 ns
- Area Overhead vs Synth: 5.05%
* Number of DRC violations after detailed-routing iteration 0: 107
* Final number of max-transition violations: 0
- Fill cell total of the finished layout: about 470
* Setup-violating endpoint count in the final report: 6
* Total global routing track utilization: between 10 and 15%
- Measured along the y axis, the die boundary spans 96 microns.
==> power groups by stage <==
stage	Clock [mW]	Combinational [mW]	Sequential [mW]
4_1_cts	0.388	0.123	0.469
6_report	0.369	0.110	0.469
5_1_grt	0.408	0.146	0.470
==> state kept, by name, indices dropped and copies added, names as in the netlist <==
register	flops
out_a0	2
out_b1	2
out_a1	2
out_b2	2
row_counter	3
out_a2	2
col_counter	3
out_b0	2
==> critical path, stage by stage (launching register included) <==
cell	delay (ns)
dfrtp_2	0.43
ha_4	0.18
inv_4	0.05
fa_2	0.45
inv_4	0.08
ha_4	0.13
xnor3_2	0.28
mux2_4	0.32
a21oi_2	0.13
o21ai_2	0.07
o31a_1	0.29
==> cell type report <==
class	count	area [sq um]	share of cell area, %
Multi-Input combinational cell	346	2060	62.7
Inverter	12	50.0	1.53
Tap cell	72	90.1	2.75
Sequential cell	18	453	13.8
Timing Repair Buffer	71	574	17.5
Clock buffer	4	55.1	1.68
==> cells in the final DEF (no fill, tap or decap), types with 3 or more instances in the layout <==
cell,count
conb_1,180
buf_4,55
nor2_1,22
ha_1,20
dfrtp_1,16
clkdlybuf4s50_1,15
nand2_1,14
o21ai_0,10
inv_1,9
a21oi_1,9
o211ai_1,6
and2_1,4
o31a_1,4
nand3_1,4
a21o_1,4
clkbuf_8,4
a21oi_2,3
o21ai_2,3
nand2b_1,3
o21ai_1,3
o31ai_1,3
nor3_1,3
a31oi_1,3
a31o_2,3
==> repair_timing <==
item,CTS,global route
setup buffers,4,1
gates resized,12,14
setup endpoints to repair,6,9
pin swaps,8,2
==> per-stage QoR <==
stage | std cells | setup TNS [ns] | util [%] | cell area (sq um)
detailed placement | 514 | -4.91 | 55.4 | 3070
floorplan | 566 | -6.08 | - | 3870
CTS | 522 | -4.83 | 57.9 | 3210
finish | 523 | -4.85 | 59.2 | 3280
global placement | 514 | -4.81 | 55.4 | 3070
global route | 523 | -5.49 | 59.2 | 3280
==> cell families after synthesis <==
| family | after synthesis | share of synthesized area [%] |
|---|---|---|
| other | 1 | 0.120 |
| adders and majority gates | 25 | 10.3 |
| buffers and inverters | 202 | 46.2 |
| DFF | 18 | 14.4 |
| xor gates and xnor gates | 10 | 3.97 |
| and+or+nand+nor | 63 | 9.54 |
| AOI/OAI and AO/OA | 65 | 14.3 |
| muxes | 3 | 1.12 |
==> worst paths after layout <==
path                                 from        endpoint  slack, ns  cells past startpoint
max in group asynchronous           reset  col_counter[0]       1.00                      3
hold / removal                      reset       out_b1[0]       0.39                      3
min in group clk0          col_counter[0]  col_counter[0]       0.61                      2
hold reg to reg            col_counter[0]  col_counter[0]       0.61                      2
setup / recovery           col_counter[1]       out_b1[1]      -0.92                     10
setup reg to reg           col_counter[1]       out_b1[1]      -0.92                     10
==> routing by layer <==
metal | share of wire, % | global-route usage, % | wire length [microns] | vias up
met5 | 0 | 0 | 0 | -
met1 | 41 | 17.8 | 2880 | 962
li1 | - | - | - | 1047
met2 | 49 | 24.2 | 3500 | 110
met3 | 9.5 | 4.48 | 673 | 4
met4 | 0.63 | 0.983 | 45 | 0
Power is estimated from default activity; no workload was simulated.
